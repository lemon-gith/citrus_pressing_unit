**run.sh**
```bash
#!/bin/bash
# OpenROAD 26Q1-2900-gdf79404cd8, Yosys 0.63+post, stock flow scripts
make -C /OpenROAD-flow-scripts/flow DESIGN_CONFIG=/design/flow/config.mk WORK_HOME=/design/flow/orfs finish
```
**config.mk**
```make
export PLATFORM = sky130hd
export DESIGN_NAME = register_unit
export DESIGN_NICKNAME = register_unit
export VERILOG_FILES = /design/flow/design.v
export SDC_FILE = /design/flow/constraint.sdc
export NUM_CORES = 4
export LEC_CHECK = 1
export CORE_UTILIZATION = 30
```
**constraint.sdc**
```tcl
current_design register_unit

set clk_period 5.1
set clk_io_pct 0.2

create_clock -name clk0 -period $clk_period [get_ports {clk}]

set non_clock_inputs [all_inputs -no_clocks]
set_input_delay [expr $clk_period * $clk_io_pct] -clock clk0 $non_clock_inputs
set_output_delay [expr $clk_period * $clk_io_pct] -clock clk0 [all_outputs]
```
**design.v**
```verilog
module register_unit #(
  parameter ADDRESS_WIDTH = 5,
            DATA_WIDTH = 32
)(
  input logic clk,
  input logic WE3,                         
  input logic [ADDRESS_WIDTH - 1:0] A1,    
  input logic [ADDRESS_WIDTH - 1:0] A2,    
  input logic [ADDRESS_WIDTH - 1:0] A3,    
  input logic [DATA_WIDTH - 1:0] WD3,      
  output logic [DATA_WIDTH - 1 : 0] RD1,   
  output logic [DATA_WIDTH - 1 : 0] RD2    
);
logic [DATA_WIDTH - 1 : 0] ram_array [2**ADDRESS_WIDTH - 1 : 0];
always_comb begin
  RD1 = ram_array[A1];
  RD2 = ram_array[A2];
end
always_ff @(posedge clk)
  if (WE3) ram_array[A3] <= WD3;
endmodule
```
==> run notes <==
run results: worst-margin pin slew=roughly 0.95 ns, Root Buffer=clkbuf_16, Synth Flop Type=edfxtp_1, Post-CTS Setup Repair Bufs=0, Crit path required time=about 4.1 ns, YS chip area=48,800 µm², fill count=between 15,000 and 20,000, die area=between 150,000 and 200,000 µm², hold path start=WD3[12], final max-slew violation count=0, Routability Congestion=~0.89, MUX share of area=0.210, PwrDens=about 330 nW/µm², Residual DRC=0, Area growth syn-to-layout=17.1%, xor+xnor area frac=0, WL/cell=26.7 µm, max reg flops=1,024, PostCTS Resize Cnt=0, Worst Path Max Fanout=12, Worst Setup Path Type=in -> out, worst hold path class=in -> reg, Tool Warnings=26, CTS tree=yes, CTS clk-pin slew, worst paths=roughly 0.06 ns, pin count of the biggest net entering global routing=59, htree depth=3, PortBufs=between 100 and 150, Worst setup EP type=output pin, ranking of synthesized cells by area=edfxtp_1, mux2i_1, a22oi_1, clock sinks=between 1,000 and 1,500, dpl hpwl=approximately 92,000 µm, async set-reset flop share out of synthesis=0, Compound-Gate Fraction of Synth Area=0.0804, Synth Seq Share=0.630, ys cells=about 3,400, most flop-heavy register=ram_array, final setup violating endpoints=0, Synth area leader=edfxtp_1, layout cells sized above 1=0.113, die width=405 µm, Flops after synth=around 1,000, Total Routing Usage GR=0.198, Worst setup SP type=input pin, I/O pins=approximately 110, Avg Inst Size Synth=~14 µm², core area=roughly 160,000 µm², yosys warning tally=1, WHS Endpoint=ram_array[4][12], unrepaired setup endpoints after global routing=no, clock tree buffer depth=3, min Tclk post-route=4.90 ns, WL final=~160,000 µm, drt first pass iters=5, Rows=about 150, vias in the first global route=about 33,000, biggest regs=ram_array x1024, hold buffer count at cts=0, fmax=about 0.2 GHz, Main logic family=multiplexers, Slew headroom=0.364, initial antenna violation count=13, Netlist cell types=23, total gr overflow=0, Synth top cells by count=edfxtp_1, mux2i_1, nand2_1, total CTS buffers=102, final worst path period share=0.961, DR iter-0 viols=approximately 2,000, Worst EP arrival=between 3 and 4 ns, status=finished clean, Mapped Cells=about 3,400, Vias/cell=approximately 5.4, Final ANT Viol Nets=0, Hold Fails Final Rpt=0, Starting Density=0.303, Adders+Majority by Area=0, hold_ws=1.13 ns, Worst VDD drop=0.000270 V, Synth Area in Simple Gates=0.0471, area of the mapped netlist=~49,000 µm², Max Cap Viol=0, Hold Path Cell Cnt=2, Leak=approximately 21 nW, vias after detailed routing=around 31,000, post-synth top area share=0.630, post-route setup TNS=0 ns, number of enable flip-flop cells=between 1,000 and 1,500, die span in y=between 400 and 500 µm, first-pass GRT wire length=223,000 µm
## report_power, final
part / switching (mW) / total (mW) / internal (mW)
logic: 1.10 / 1.83 / 0.729
clock network: 3.24 / 7.54 / 4.30
registers: 0.0400 / 9.40 / 9.36
## layer usage
| metal | up-vias | GRT usage | wire length [µm] |
|---|---|---|---|
| met5 | - | 0.00149 | 155 |
| met4 | 24 | 0.0661 | 6500 |
| met3 | 338 | 0.118 | 21200 |
| met2 | 1645 | 0.298 | 70700 |
| met1 | 15500 | 0.240 | 56800 |
| li1 | 13800 | - | - |
## cells in the final DEF, fill, tap and decap left out, types with 25 or more instances in the layout
cell type        count
a31oi_1             64
nor3_1              64
nand3_1            194
edfxtp_1          1024
mux2i_1           1024
clkinv_1            25
buf_12              66
a22oi_1            192
a22o_1             128
buf_4              151
nand2_1            193
nor2_4              34
clkdlybuf4s50_1    110
clkbuf_16          104
a21oi_1            192
## critical path: stages
cell and delay (ns):
clkdlybuf4s50_1 0.62, nand2b_2 0.72, buf_4 0.27, a21oi_1 0.05
a31oi_1 0.48, nand3_1 0.23, clkdlybuf4s50_1 0.47
## cell type report
cell class / count / area (µm²) / area share
multi-input cells: 2109 / 16800 / 0.294
repair buffers: 329 / 3590 / 0.0628
flip-flops and latches: 1024 / 30700 / 0.538
clock inverters: 62 / 634 / 0.0111
diodes: 1 / 2.50 / 0.0000438
well taps: 2160 / 2700 / 0.0473
clock buffers: 127 / 2690 / 0.0471
## stage by stage
step	util	cell area, µm²	worst slack (ns)	power (mW)	cells
after floorplan	-	48800	1.65	10.5	3386
after global placement	0.334	53800	0.204	11.4	5622
after detailed placement	0.334	53800	0.239	11.4	5622
after CTS	0.355	57100	0.228	18.9	5811
after global routing	0.355	57100	0.122	19.3	5812
final	0.355	57100	0.198	18.8	5812
## logic make-up after synthesis
family | Yosys count
compound gates | 576
buf+inv | 253
simple gates | 509
flops | 1024
mux | 1024
## worst max-delay path by stage
stage      from      to  slack [ns]  cells past startpoint
6_report  A2[3]  RD2[8]        0.20                      7
5_1_grt   A2[3]  RD2[8]        0.12                      7
4_1_cts   A2[3]  RD2[8]        0.23                      7
Power and IR drop assume default switching activity.
